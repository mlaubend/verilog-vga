`flow/design.v`:
```
`timescale 1ns / 1ps
module vga_display(button, rst, clk, R, G, B, HS, VS, R_control, G_control, B_control);
        input rst;       
        input clk;       
        input button;  
        wire [6:0] seven;
        input [2:0] R_control, G_control;
        input [1:0] B_control;
        output reg [2:0] R, G;
        output reg [1:0] B;
        output HS;
        output VS;
        wire [10:0] hcount, vcount;      
        wire blank;      
        wire figure;     
        parameter N = 2;         
        reg clk_25Mhz;
        reg [N-1:0] count;
        always @ (posedge clk) begin
                count <= count + 1'b1;
                clk_25Mhz <= count[N-1];
        end
        vga_controller_640_60 vc(
                .rst(rst),
                .pixel_clk(clk_25Mhz),
                .HS(HS),
                .VS(VS),
                .hcounter(hcount),
                .vcounter(vcount),
                .blank(blank));
        lab3 L3(clk, button, rst, seven);
        assign figure = ~blank & (hcount >= 300 & hcount <= 500 & vcount >= 167 & vcount <= 367);
        assign a = (hcount >= 330 & hcount <= 470 & vcount >= 161 & vcount <= 181);
        assign b = (hcount >= 480 & hcount <= 499 & vcount >= 181 & vcount <= 250);
        assign c = (hcount >= 480 & hcount <= 499 & vcount >= 270 & vcount <= 340);
        assign d = (hcount >= 330 & hcount <= 470 & vcount >= 341 & vcount <= 361);
        assign e = (hcount >= 301 & hcount <= 320 & vcount >= 270 & vcount <= 340);
        assign f = (hcount >= 301 & hcount <= 320 & vcount >= 181 & vcount <= 250);
        assign g = (hcount >= 330 & hcount <= 470 & vcount >= 251 & vcount <= 269);
        always @ (posedge clk) begin
        if (figure) begin
                R = R_control;
                G = G_control;
                B = B_control;
                if (a == 1) begin
                        if (!seven[6]) begin
                                R = 1;
                                G = 1;
                                B = 1;
                                end
                        else begin
                                R = R_control;
                                G = G_control;
                                B = B_control;
                        end
                        end
                if (b == 1) begin
                        if (!seven[5]) begin
                                R = 1;
                                G = 1;
                                B = 1;
                                end
                        else begin
                                R = R_control;
                                G = G_control;
                                B = B_control;
                        end
                        end
                if (c == 1) begin
                        if (!seven[4]) begin
                                R = 1;
                                G = 1;
                                B = 1;
                                end
                        else begin
                                R = R_control;
                                G = G_control;
                                B = B_control;
                        end
                        end
                if (d == 1) begin
                        if (!seven[3]) begin
                                R = 1;
                                G = 1;
                                B = 1;
                                end
                        else begin
                                R = R_control;
                                G = G_control;
                                B = B_control;
                        end
                        end
                if (e == 1) begin
                        if (!seven[2]) begin
                                R = 1;
                                G = 1;
                                B = 1;
                                end
                        else begin
                                R = R_control;
                                G = G_control;
                                B = B_control;
                        end
                        end
                if (f == 1) begin
                        if (!seven[1]) begin
                                R = 1;
                                G = 1;
                                B = 1;
                                end
                        else begin
                                R = R_control;
                                G = G_control;
                                B = B_control;
                        end
                        end
                if (g == 1) begin
                        if (!seven[0]) begin
                                R = 1;
                                G = 1;
                                B = 1;
                                end
                        else begin
                                R = R_control;
                                G = G_control;
                                B = B_control;
                        end
                        end
                        end
        else begin       
                        R = 0;
                        G = 0;
                        B = 0;
                end
                end
endmodule
module lab3(
    input clk,
    input button,
    input reset,
    output [6:0] seven
    );
reg [3:0] count;
initial count <= 0;
debouncer D1(clk, button, clean);
always@(posedge clk)
begin
        if(clean == 1)
                count = count + 1;
        else if(reset == 1)
                count = 0;
end
binary_to_seven B1(seven, count);
endmodule
module debouncer (clk, button, clean);
input clk, button;
output reg clean;
parameter delay = 300000;
reg [21:0] delay_count;
initial delay_count = 0;
always @ (posedge clk) begin
if (button == 1)
        begin
                if (delay_count == delay)
                        begin
                        delay_count <= delay_count + 1'b1;
                        clean <= 1'b1;
                        end
                else
                        begin
                                if (delay_count == 22'b11_1111_1111_1111_1111_1111)
                                        clean <= 1'b0;
                                else
                                        begin
                                        delay_count <= delay_count + 1'b1;
                                        clean <= 1'b0;
                                        end
                        end
        end
else
        begin
        delay_count <= 0;
        clean <= 0;
        end
end
endmodule
module binary_to_seven(seven, count);
input[3:0]count;
output reg [6:0] seven;
always @(*)
case(count)
    4'b0000: seven = 7'b0000001;
    4'b0001: seven = 7'b1001111;
    4'b0010: seven = 7'b0010010;
    4'b0011: seven = 7'b0000110;
    4'b0100: seven = 7'b1001100;
    4'b0101: seven = 7'b0100100;
    4'b0110: seven = 7'b0100000;
    4'b0111: seven = 7'b0001111;
    4'b1000: seven = 7'b0000000;
    4'b1001: seven = 7'b0000100;
    4'b1010: seven = 7'b0001000;
    4'b1011: seven = 7'b1100000;
    4'b1100: seven = 7'b0110001;
    4'b1101: seven = 7'b1000010;
    4'b1110: seven = 7'b0110000;
    4'b1111: seven = 7'b0111000;
    default: seven = 7'b1111111;
endcase
endmodule
module vga_controller_640_60 (rst,pixel_clk,HS,VS,hcounter,vcounter,blank);
	input rst, pixel_clk;	 
	output reg HS, VS, blank;	 
	output reg [10:0] hcounter, vcounter;	 
	parameter HMAX = 800; 	 
	parameter VMAX = 525; 	 
	parameter HLINES = 640;	 
	parameter HFP = 648; 	 
	parameter HSP = 744; 	 
	parameter VLINES = 480;	 
	parameter VFP = 482; 	 
	parameter VSP = 484; 	 
	parameter SPP = 0;		 
	wire video_enable;	 
	always@(posedge pixel_clk)begin
		blank <= ~video_enable; 
	end
	always@(posedge pixel_clk)begin
		if(rst == 1) hcounter <= 0;
		else if (hcounter == HMAX) hcounter <= 0;
		else hcounter <= hcounter + 1'b1;
	end
	always@(posedge pixel_clk)begin
		if(rst == 1) vcounter <=0;
		else if(hcounter == HMAX) begin
			if(vcounter == VMAX) vcounter <= 0;
			else vcounter <= vcounter + 1'b1; 
		end
	end
	always@(posedge pixel_clk)begin
		if(hcounter >= HFP && hcounter < HSP) HS <= SPP;
		else HS <= ~SPP; 
	end
	always@(posedge pixel_clk)begin
		if(vcounter >= VFP && vcounter < VSP) VS <= SPP;
		else VS <= ~SPP; 
	end
	assign video_enable = (hcounter < HLINES && vcounter < VLINES) ? 1'b1 : 1'b0;
endmodule
```
`flow/config.mk`:
```
export PLATFORM = sky130hd
export DESIGN_NAME = vga_display
export DESIGN_NICKNAME = vga_display
export VERILOG_FILES = /design/flow/design.v
export SDC_FILE = /design/flow/constraint.sdc
export NUM_CORES = 4
export LEC_CHECK = 1
export CORE_UTILIZATION = 50
```
`flow/constraint.sdc`:
```
current_design vga_display

set clk_period 4.0
set clk_io_pct 0.2

create_clock -name clk0 -period $clk_period [get_ports {clk}]

set non_clock_inputs [all_inputs -no_clocks]
set_input_delay [expr $clk_period * $clk_io_pct] -clock clk0 $non_clock_inputs
set_output_delay [expr $clk_period * $clk_io_pct] -clock clk0 [all_outputs]
```
`flow/run.sh`:
```
#!/bin/bash
# OpenROAD 26Q1-2900-gdf79404cd8, Yosys 0.63+post, stock flow scripts
make -C /OpenROAD-flow-scripts/flow DESIGN_CONFIG=/design/flow/config.mk WORK_HOME=/design/flow/orfs finish
```
==> reports/results.txt <==
status - completed
FP Core Util - 52.9%
Congestion Overflow GR - 0
Adder Area Share - 5.11%
CP Class - flip-flop to flip-flop
Lkg Pwr - 1.42 nW
PwrDens - 172 nW/µm²
Post-Syn Area - 3670 µm²
Final Skew - 0.00919 ns
Placed Cells - 522
mean post-synth cell area - 8.55 µm²
Seq cells post-synth - 63
Area Growth Syn to Fin - 7.46%
CTS buffer count - 5
Crit-path slowest cell - a31oi_1
largest net degree at the start of global routing - 26
unrepaired setup endpoints after global routing - no
root buf cell - clkbuf_8
Commonest flop - dfxtp_1
first-pass GRT wire length - 12.8 mm
number of enable flip-flop cells - 4
asr flop ratio synth - 0%
Max transition margin - 52.6%
Vias - 2,993
Setup TNS - 0 ns
Die ar. - 7700 µm²
initial antenna violation count - 0
# Cells Yosys - 430
Cells after Synth - 430
crit-path max FO - 6
tool warnings - 37
CP endpoint kind - flip-flop
register pins left without a clock - 25
Vias/cell - 5.65
synth unique cells - 61
Max VDD drop - 0.000152 V
Post-DRT Antenna Nets - 0
CTS tree - built
actual slew at the worst max-slew pin - 0.710 ns
highest-count logic cell in the final layout - dfxtp_1
# DRC - 0
Fin. Hold Viols - 0
DP HPWL - 5.33 mm
Post-DP Area - 3870 µm²
HP Class - flip-flop to flip-flop
core box area - 6940 µm²
Yosys warning count - 13
Fmax - 0.452 GHz
Place WS - 1.56 ns
Non-Filler Instances - 530
clk slew on worst S/H paths - 0.07 ns
WP data arrival - 2.39 ns
fin crit period - 2.21 ns
CP max stage delay - 0.39 ns
gr usage total - 21.0%
cycle use final - 55.3%
vias in the first global route - 2,742
Latency at later pin - 0.29 ns
Worst setup SP type - flip-flop
setup ws final - 1.79 ns
and-or/or-and share of the synthesized area - 13.0%
number of placed I/O pins - 21
hold_buf cts - 0
DRT Pass-1 Iters - 7
diodes inserted - 0
Tot Pwr - 0.680 mW
critical path cell sequence - ha_1 > and2_1 > and4_1 > a31oi_1 > and2_1 > nand4_1 > xnor2_1 > and2_1
post-CTS setup buffer count - 0
fillers - 629
max cap viols - 0
row count - 30
endpoints left unconstrained - 27
final setup vio count - 0
CP most frequent cell - and2_1
mean routed wirelength per cell - 14.1 µm
1st-iter DRT viols - 101
Longest Clk Path Bufs - 2
Synth Seq Share - 35.4%
most frequent cells in the layout - dfxtp_1, nor2_1, nand2_1, nand3_1, and2_1
Slew Viols, Final - 0
Buffers on Ports - 20
Die Span X - 87.7 µm
Top-area cell share - 32.1%
crit path DRT - 4.18 ns
Min Hold Slack - 0.369 ns
# H-tree levels - 2
Top logic family - simple AND/OR/NAND/NOR gates
GPL Wtd Cong - 0.900
Simple-Gate Area Share - 30.9%
final core occ - 56.9%
area fraction in xor and xnor cells - 8.82%
Die Y - 87.7 µm
share of layout cells above drive strength 1 - 4.61%
dominant cell type by area after synthesis - dfxtp_1
MUX area fraction - 1.70%
Post-Layout Inst Area - 3950 µm²
Yosys Chip Area - 3670 µm²
DRT Wirelength - 7.46 mm
biggest area cells - dfxtp_1, ha_1, xnor2_1
Gates resized, CTS repair - 0
## routing by layer
metal / vias to the layer above / wire length, µm / track usage (%) / part of all wire, %
met1: 1370 / 3850 / 34.2 / 52
li1: 1545 / - / - / -
met2: 72 / 3230 / 31.6 / 43
met3: 6 / 344 / 3.24 / 4.6
met5: - / 0 / 0 / 0
met4: 0 / 39 / 1.94 / 0.52
## flip-flops by register name, summed over array words and instances, names as in the netlist
| name | count |
|---|---|
| L3.D1.delay_count | 22 |
| vc.hcounter | 11 |
| vc.vcounter | 11 |
| L3.count | 4 |
| G | 3 |
| R | 3 |
| B | 2 |
| count | 2 |
| L3.D1.clean | 1 |
| clk_25Mhz | 1 |
| vc.HS | 1 |
| vc.VS | 1 |
| vc.blank | 1 |
## cell type report
class | count | area [µm²] | share of cell area [%]
flip-flops and latches | 63 | 1300 | 33.0
repair buffers | 20 | 200 | 5.07
clock inverters | 2 | 8.76 | 0.222
clock buffers | 6 | 72.6 | 1.84
well taps | 96 | 120 | 3.04
inverters | 15 | 56.3 | 1.43
multi-input cells | 328 | 2190 | 55.4
## worst max-delay path, delay by kind of cell (launching register included)
kind	cells	cell delay, ns
flip-flops	1	0.35
adder cells (fa/ha/maj)	1	0.22
XOR/XNOR	1	0.14
AND/OR/NAND/NOR	5	1.03
AND-OR/OR-AND	1	0.39
## final timing paths
path / to / slack, ns / cells after the start / start
max reg2reg: L3.D1.delay_count[21]$_SDFFE_PN0P_ / 1.79 / 8 / L3.D1.delay_count[0]$_SDFFE_PN0P_
min: clk_25Mhz$_DFF_P_ / 0.37 / 0 / count[1]$_DFF_P_
max: L3.D1.delay_count[21]$_SDFFE_PN0P_ / 1.79 / 8 / L3.D1.delay_count[0]$_SDFFE_PN0P_
min reg2reg: clk_25Mhz$_DFF_P_ / 0.37 / 0 / count[1]$_DFF_P_
## cell families (layout without fill, tap and decap cells)
kind of cell / count (synthesis) / count (layout)
muxes: 6 / 6
adders and majority gates: 15 / 15
DFF: 63 / 63
xor gates and xnor gates: 37 / 37
AOI/OAI and AO/OA: 70 / 70
and+or+nand+nor: 200 / 200
buffers and inverters: 39 / 43
## cell usage after synthesis (5+ instances only)
master	n
a31oi_1	7
a21oi_1	15
or3_1	11
buf_2	7
o21ai_0	17
clkbuf_1	12
nand2b_1	5
and2_1	21
inv_1	15
nor4_1	5
ha_1	15
xnor2_1	20
nand4_1	10
nor2_1	34
dfxtp_1	59
nor3b_1	7
and3_1	8
nor3_1	10
nand2_1	27
nor2b_1	10
xor2_1	17
nand3_1	24
## power by group
part | switching (mW) | total (mW) | internal, mW
Combinational | 0.0180 | 0.0382 | 0.0202
Clock | 0.128 | 0.248 | 0.120
Sequential | 0.00571 | 0.394 | 0.388
Power figures rest on the tool's default switching activity, not on a simulated workload.
